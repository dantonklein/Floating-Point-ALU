==> flow/constraint.sdc <==
current_design leading_zero_detection

set clk_period 4.6
set clk_io_pct 0.2

create_clock -name clk0 -period $clk_period

set non_clock_inputs [all_inputs -no_clocks]
set_input_delay [expr $clk_period * $clk_io_pct] -clock clk0 $non_clock_inputs
set_output_delay [expr $clk_period * $clk_io_pct] -clock clk0 [all_outputs]
==> flow/config.mk <==
export PLATFORM = sky130hd
export DESIGN_NAME = leading_zero_detection
export DESIGN_NICKNAME = leading_zero_detection
export VERILOG_FILES = /design/flow/design.v
export SDC_FILE = /design/flow/constraint.sdc
export NUM_CORES = 4
export LEC_CHECK = 1
export CORE_AREA = 10 10 70 70
export DIE_AREA = 0 0 80 80
==> flow/run.sh <==
#!/bin/bash
# OpenROAD 26Q1-2900-gdf79404cd8, Yosys 0.63+post, stock flow scripts
make -C /OpenROAD-flow-scripts/flow DESIGN_CONFIG=/design/flow/config.mk WORK_HOME=/design/flow/orfs finish
==> flow/design.v <==
package fp_pkg;
typedef struct packed {
    logic sign;
    logic [7:0] exponent;
    logic [22:0] mantissa;
} fp_32b_t;
localparam logic[2:0] RNE = 3'b000;
localparam logic[2:0] RTZ = 3'b001;
localparam logic[2:0] RDN = 3'b010;
localparam logic[2:0] RUP = 3'b011;
localparam logic[2:0] RMM = 3'b100;
endpackage
module leading_zero_detection (
    input logic[26:0] sub_result,
    output logic[4:0] shift_amount
);
always_comb begin
    casez(sub_result)
        27'b1??????????????????????????: shift_amount = 0;
        27'b01?????????????????????????: shift_amount = 1;
        27'b001????????????????????????: shift_amount = 2;
        27'b0001???????????????????????: shift_amount = 3;
        27'b00001??????????????????????: shift_amount = 4;
        27'b000001?????????????????????: shift_amount = 5;
        27'b0000001????????????????????: shift_amount = 6;
        27'b00000001???????????????????: shift_amount = 7;
        27'b000000001??????????????????: shift_amount = 8;
        27'b0000000001?????????????????: shift_amount = 9;
        27'b00000000001????????????????: shift_amount = 10;
        27'b000000000001???????????????: shift_amount = 11;
        27'b0000000000001??????????????: shift_amount = 12;
        27'b00000000000001?????????????: shift_amount = 13;
        27'b000000000000001????????????: shift_amount = 14;
        27'b0000000000000001???????????: shift_amount = 15;
        27'b00000000000000001??????????: shift_amount = 16;
        27'b100000000000000001?????????: shift_amount = 17;
        27'b0000000000000000001????????: shift_amount = 18;
        27'b00000000000000000001???????: shift_amount = 19;
        27'b000000000000000000001??????: shift_amount = 20;
        27'b0000000000000000000001?????: shift_amount = 21;
        27'b00000000000000000000001????: shift_amount = 22;
        27'b000000000000000000000001???: shift_amount = 23;
        27'b0000000000000000000000001??: shift_amount = 24;
        27'b00000000000000000000000001?: shift_amount = 25;
        27'b000000000000000000000000001: shift_amount = 26;
        27'b000000000000000000000000000: shift_amount = 27;
        default: shift_amount = 0;
    endcase
end
endmodule
==> results_slide.txt <==
Physical Implementation Snapshot

Floorplan
  • Rows: 21
  • Pre-Place Util: 8.53%
  • Die width: 80 um
  • I/O pins: 32
  • Die H: 80 um
  • Die area: 6400 um2
  • Core region area: 3420 um2

Worst hold path
  • Hold_sp: sub_result[10]
  • Worst hold path type: in -> out

Global route
  • Initial antenna violation count: 0
  • Global route overflow: 0
  • Tot GR Track Use: 4.85%
  • First-pass GRT wire length: 2590 um
  • Vias in the first global route: 546
  • Largest net degree at the start of global routing: 6

Worst setup path
  • Crit path DAT: 3450 ps
  • WP data required: 3680 ps
  • Max incr delay on CP: 500 ps
  • Worst path cell trace: clkdlybuf4s50_1, nor4_2, nand2_1, or4_4, or3_1, o2bb2ai_1, clkdlybuf4s50_1
  • WP buf/inv: 2
  • Family with the most delay on the worst path: simple AND/OR/NAND/NOR gates
  • Critical-path maximum fanout: 5
  • Critical path capture point type: primary output
  • Slowest CP cell: clkdlybuf4s50_1
  • Most used cell, CP: clkdlybuf4s50_1
  • CP Launch Point: sub_result[23]
  • CP Launch Type: primary input
  • WS Path Type: in -> out

Final timing
  • Final Cycle Share: 95.0%
  • Slew @ Worst Pin: 371 ps
  • Finish-stage setup viols: 0
  • Tmin final: 4370 ps
  • Highest clock rate: 0.229 GHz
  • Final Hold Vio Count: 0
  • Max-slew headroom: 75.0%
  • Setup TNS: 0 ps
  • Count of final max-slew check failures: 0
  • RSZ-0062 raised after global routing: no

Place
  • Detailed Place HPWL: 1400 um
  • Port Buffer Count: 32
  • Placed instance area: 669 um2
  • Placer Congestion: 0.903
  • Placed cell count: 128

Drt
  • Vias per inst: 3.95
  • Starting DRT DRC Count: 16
  • DRC Markers: 0
  • Via count: 505
  • Total Routed Length: 1530 um
  • Initial DRT Pass Iterations: 3
  • WL/cell: 11.9 um
  • Ant. Diodes: 0
  • Final ANT Viol Nets: 0

Finish
  • Clkbuf count: 0
  • Non-Filler Instances: 128
  • Flop Count: 0
  • Area grow syn2layout: 130%
  • Layout cells sized above 1: 2.44%
  • FF+latch area: 0 um2
  • Final instance area: 669 um2
  • Dominant logic cell type in the layout: clkdlybuf4s50_1
  • Most common logic cells in the final layout: 32 x clkdlybuf4s50_1, 8 x nor2_1, 8 x nor3_1
  • Filler Cell Count: 386

Synth
  • Avg Cell Area, Syn: 5.83 um2
  • Cell Type Count: 20
  • Synth warnings: 1
  • Mapped Area: 292 um2
  • Yosys cell count: 50
  • Seq share, synth: 0%
  • Syn Inst Count: 50
  • Chip Area, Yosys: 292 um2

Clock tree
  • Post-CTS Hold Buffers: 0
  • Post-CTS Setup Bufs: 0
  • PostCTS Resize Cnt: 0

Power and ir drop
  • Peak supply drop: 0.0233 mV
  • Switch Pwr: 0.0000153 W
  • Pwr dens: 65.1 nW/um2
  • Reg power frac: 0%
  • P_leak: 0.204 nW
  • Comb pwr share: 100.0%
  • Switching Fraction: 35.1%
  • Clock power share: 0%
  • Int Pwr: 0.0000283 W

Job
  • Max_cap viols: 0
  • Tool warnings: 32

Run status
  • Status: complete, no violations
through the flow:
stage	setup WS (ps)	power, W	utilization (%)	hold slack, ps
after global routing	28.6	0.0000484	19.6	2890
after CTS	248	0.0000440	19.6	2860
final	232	0.0000436	19.6	2860
after floorplan	1430	0.00000927	-	1920
after detailed placement	244	0.0000438	19.6	2850
after global placement	263	0.0000431	19.6	2840
routing by layer:
metal | routed length [um] | GRT usage [%] | part of all wire (%)
met5 | 0 | 0 | 0
met4 | 0 | 0 | 0
met3 | 179 | 2.05 | 12
met2 | 694 | 8.19 | 45
met1 | 652 | 5.93 | 43
kinds of logic (layout without fill, tap and decap cells):
kind of cell | count (synthesis) | after routing | share of synthesized area, %
compound gates | 12 | 12 | 27.5
simple gates | 35 | 35 | 68.7
buf+inv | 3 | 35 | 3.86
area by class of cell:
type,count,area (um2),share of cell area (%)
tap,46,57.6,8.60
inverter,3,11.3,1.68
multi-input combinational,47,280,41.9
timing repair buffer,32,320,47.9
Yosys cell counts, drive strengths merged:
| cell type | count | share of area, % |
|---|---|---|
| or4 | 2 | 6.4 |
| nand2b | 1 | 2.1 |
| nor4 | 6 | 15 |
| inv | 3 | 3.9 |
| nand2 | 3 | 3.9 |
| or3 | 2 | 4.3 |
| o22ai | 1 | 2.1 |
| nor3 | 8 | 14 |
| or2b | 1 | 2.6 |
| nor4b | 2 | 6.0 |
| o32ai | 2 | 6.0 |
| o21ai | 2 | 3.4 |
| nor2b | 2 | 4.3 |
| a21oi | 3 | 5.1 |
| o211ai | 1 | 2.6 |
| a211oi | 2 | 5.1 |
| nor2 | 8 | 10 |
| o2bb2ai | 1 | 3.0 |
worst paths after layout:
check / endpoint / cells after the start
hold / removal: shift_amount[4] / 4
setup / recovery: shift_amount[2] / 7
power by group through the flow:
| stage | clock (W) | sequential [W] | combinational [W] |
|---|---|---|---|
| after CTS | 0 | 0 | 0.0000440 |
| after global routing | 0 | 0 | 0.0000484 |
| final | 0 | 0 | 0.0000436 |
No activity file was given, so power comes from the tool's default toggle rates.
