==> ./design.v <==
package fp_pkg;
typedef struct packed {
    logic sign;
    logic [7:0] exponent;
    logic [22:0] mantissa;
} fp_32b_t;
localparam logic[2:0] RNE = 3'b000;
localparam logic[2:0] RTZ = 3'b001;
localparam logic[2:0] RDN = 3'b010;
localparam logic[2:0] RUP = 3'b011;
localparam logic[2:0] RMM = 3'b100;
endpackage
import fp_pkg::*;
module floating_point_rounder (
    input logic[22:0] mantissa,
    input logic guard, round, sticky, sign,
    input logic[2:0] rounding_mode,
    output logic[23:0] rounded_mantissa_pre_overflow_detection
);
    logic[23:0] mantissa_plus_one;
    assign mantissa_plus_one = {1'b0, mantissa} + 1'b1;
    logic round_up;
    always_comb begin
        case(rounding_mode) 
            RNE: begin
                round_up = guard & (round | sticky | mantissa[0]);
            end
            RTZ: begin
                round_up = 1'b0;
            end
            RDN: begin
                round_up = sign & (guard | round | sticky);
            end
            RUP: begin
                round_up = ~sign & (guard | round | sticky);
            end
            RMM: begin
                round_up = guard;
            end
            default: begin
                round_up = 1'b0;
            end
        endcase
    end
    assign rounded_mantissa_pre_overflow_detection = round_up ? mantissa_plus_one : {1'b0,mantissa};
endmodule
module q1_23_fixed_point_rounder (
    input logic[23:0] in,
    input logic guard, round, sticky, sign,
    input logic[2:0] rounding_mode,
    output logic[23:0] out
);
    logic[23:0] in_plus_one;
    assign in_plus_one = in + 1'b1;
    logic round_up;
    always_comb begin
        case(rounding_mode) 
            RNE: begin
                round_up = guard & (round | sticky | in[0]);
            end
            RTZ: begin
                round_up = 1'b0;
            end
            RDN: begin
                round_up = sign & (guard | round | sticky);
            end
            RUP: begin
                round_up = ~sign & (guard | round | sticky);
            end
            RMM: begin
                round_up = guard;
            end
            default: begin
                round_up = 1'b0;
            end
        endcase
    end
    assign out = round_up ? in_plus_one : in;
endmodule
==> ./run.sh <==
#!/bin/bash
# OpenROAD 26Q1-2900-gdf79404cd8, Yosys 0.63+post, stock flow scripts
make -C /OpenROAD-flow-scripts/flow DESIGN_CONFIG=/design/flow/config.mk WORK_HOME=/design/flow/orfs finish
==> ./config.mk <==
export PLATFORM = sky130hd
export DESIGN_NAME = floating_point_rounder
export DESIGN_NICKNAME = floating_point_rounder
export VERILOG_FILES = /design/flow/design.v
export SDC_FILE = /design/flow/constraint.sdc
export NUM_CORES = 4
export LEC_CHECK = 1
export CORE_AREA = 10 10 70 70
export DIE_AREA = 0 0 80 80
==> ./constraint.sdc <==
current_design floating_point_rounder

set clk_period 5.4
set clk_io_pct 0.2

create_clock -name clk0 -period $clk_period

set non_clock_inputs [all_inputs -no_clocks]
set_input_delay [expr $clk_period * $clk_io_pct] -clock clk0 $non_clock_inputs
set_output_delay [expr $clk_period * $clk_io_pct] -clock clk0 [all_outputs]
==> flow_metrics.env <==
# source this file to load flow results
export IMPL_status="complete, no violations"
export IMPL_holdBufCountCts=0
export IMPL_grt_start_max_net_pins=13
export IMPL_drive_above_1_share_pct=7.75
export IMPL_cap_viol_max_count=0
export IMPL_cp_slowest_cell="a2111oi_2"
export IMPL_die_h_um=80
export IMPL_warnings=32
export IMPL_crit_fanout=12
export IMPL_dr_total_vias=886
export IMPL_grt_ovfl_total=0
export IMPL_core_area_um2=3420
export IMPL_die_width_um=80
export IMPL_logic_area_um2=686
export IMPL_cts_setup_buffers=0
export IMPL_hold_violations=0
export IMPL_cts_resized=0
export IMPL_syn_area_per_cell_um2=7.70
export IMPL_report_final_slew_viol_count=0
export IMPL_worst_slew_pin_slew_ns=0.718
export IMPL_fp_util_pct=21.4
export IMPL_path_class="in -> out"
export IMPL_yosys_area_um2=732
export IMPL_arrival_ns=3.54
export IMPL_grt_pass1_wl_um=4570
export IMPL_slew_headroom_pct=52.0
export IMPL_antenna_found_initial=0
export IMPL_endpoint_kind="primary output"
export IMPL_portBuffers=54
export IMPL_dr_pass1_iters=4
export IMPL_pin_count=54
export IMPL_avgRoutedWirePerCell_um=15.3
export IMPL_die_area_um2=6400
export IMPL_required_ns=4.32
export IMPL_gp_congestion=0.847
export IMPL_n_sequential_cell=0
export IMPL_grt_pass1_vias=915
export IMPL_netlist_instances=95
export IMPL_drc_errors=0
export IMPL_irDropWorstVdd_mv=0.0157
export IMPL_crit_start="rounding_mode[0]"
export IMPL_startpoint_type="input pin"
export IMPL_cp_endpoint="rounded_mantissa_pre_overflow_detection[14]"
export IMPL_rsz0062_at_grt="false"
export IMPL_path_cells="clkdlybuf4s50_1 > xor2_1 > nand3_1 > a2111oi_2 > xor2_1 > clkdlybuf4s50_1"
export IMPL_yosysWarnings=1
export IMPL_hold_class="in -> out"
export IMPL_setup_violations=0
export IMPL_ant_nets=0
export IMPL_critPathMaxStageDelay_ns=0.57
export IMPL_finalClockPeriodUsage_pct=85.6
export IMPL_yosysUniqueCellTypes=31
export IMPL_ys_seq_share_pct=0
export IMPL_drtIter0Drc=64
export IMPL_final_min_clock_period_ns=4.62
export IMPL_cellPowerDensity_nw_per_um2=58.8
export IMPL_wl_um=2880
export IMPL_fmax_mhz=216
export IMPL_antenna_diode_count=0
export IMPL_static_leakage_power_nw=0.430
export IMPL_dp_hpwl_um=2350
export IMPL_nFillCells=366
export IMPL_grtUsageTotal_pct=8.45
export IMPL_yosysCellCount=95
export IMPL_seqCellArea_um2=0
export IMPL_floorplan_rows=21
export IMPL_clkbuf_count=0
export IMPL_synth_area_um2=732
export IMPL_postLayoutCoreUtil_pct=38.1
export IMPL_vias_per_cell=4.71
export IMPL_areaGrowthSynthToFinish_pct=77.9
export IMPL_tns_ns=0
## stage by stage
stage | hold WS, ns | power (mW) | setup WS, ns | cells | instance area, um2
after detailed placement | 3.13 | 0.0771 | 0.780 | 188 | 1300
after global routing | 3.17 | 0.0834 | 0.615 | 188 | 1300
after global placement | 3.13 | 0.0766 | 0.800 | 188 | 1300
final | 3.12 | 0.0767 | 0.780 | 188 | 1300
after floorplan | 2.19 | 0.0242 | 2.22 | 95 | 732
after CTS | 3.14 | 0.0776 | 0.765 | 188 | 1300
## routing by layer
metal	part of all wire (%)	vias to the layer above	wire length (um)	global-route usage, %
met2	40	42	1150	12.8
met1	49	387	1410	12.1
met4	0	0	0	0
li1	-	457	-	-
met5	0	-	0	0
met3	11	0	319	2.61
## report_power, final
| part | switching [mW] | total (mW) | internal [mW] |
|---|---|---|---|
| sequential | 0 | 0 | 0 |
| combinational | 0.0304 | 0.0767 | 0.0462 |
| clock | 0 | 0 | 0 |
## area by class of cell
type                            count  area share (%)
Multi-Input combinational cell     85            52.6
Inverter                            1           0.288
Tap cell                           46            4.42
Timing Repair Buffer               56            42.7
## layout by cell type, fill, tap and decap left out, drive strengths merged, types with 2 or more instances in the layout
| cell type | instances |
|---|---|
| buf | 2 |
| and3 | 2 |
| xor2 | 22 |
| nor3 | 3 |
| clkdlybuf4s50 | 54 |
| a2111oi | 5 |
| nand2 | 11 |
| nor4 | 7 |
| nand4 | 6 |
| nand3 | 8 |
| and4 | 4 |
| a211oi | 4 |
## cell usage after synthesis, types with 2 or more instances
cell type / count / area share, %
a2111oi_2: 2 / 4.1
a2111oi_4: 3 / 11
a211oi_1: 4 / 4.1
and3_1: 2 / 1.7
and4_1: 4 / 4.8
buf_2: 3 / 2.1
buf_6: 2 / 3.1
clkbuf_1: 3 / 1.5
nand2_1: 10 / 5.1
nand3_1: 7 / 4.8
nand4_1: 6 / 5.1
nor3_1: 3 / 2.1
nor4_1: 7 / 6.0
xor2_1: 22 / 26
## worst max-delay path, delay by kind of cell
| kind | cells | cell delay (ns) |
|---|---|---|
| buffers and inverters | 2 | 0.98 |
| AND-OR/OR-AND | 1 | 0.57 |
| AND/OR/NAND/NOR | 1 | 0.54 |
| XOR/XNOR | 2 | 0.37 |
## logic make-up after synthesis
kind of cell,share of synthesized area [%]
simple gates,37.1
xor+xnor,27.5
compound gates,24.3
buf+inv,7.86
mux,1.54
fa+ha+maj,1.71
## how the worst min path moves through the flow
| stage | slack [ns] | start | end | depth (start not counted) |
|---|---|---|---|---|
| 4_1_cts | 3.14 | mantissa[11] | rounded_mantissa_pre_overflow_detection[11] | 3 |
| 6_report | 3.12 | mantissa[11] | rounded_mantissa_pre_overflow_detection[11] | 3 |
| 5_1_grt | 3.17 | mantissa[22] | rounded_mantissa_pre_overflow_detection[22] | 3 |
Power and IR drop assume default switching activity.
